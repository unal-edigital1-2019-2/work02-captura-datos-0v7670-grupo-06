### /design/flow/config.mk
export PLATFORM = sky130hd
export DESIGN_NAME = captura_datos_downsampler
export DESIGN_NICKNAME = captura_datos_downsampler
export VERILOG_FILES = /design/flow/design.v
export SDC_FILE = /design/flow/constraint.sdc
export NUM_CORES = 4
export LEC_CHECK = 1
export CORE_AREA = 10 10 108 108
export DIE_AREA = 0 0 118 118
### /design/flow/run.sh
#!/bin/bash
# OpenROAD 26Q1-2900-gdf79404cd8, Yosys 0.63+post, stock flow scripts
make -C /OpenROAD-flow-scripts/flow DESIGN_CONFIG=/design/flow/config.mk WORK_HOME=/design/flow/orfs finish
### /design/flow/constraint.sdc
current_design captura_datos_downsampler

set clk_period 3.8
set clk_io_pct 0.2

create_clock -name clk0 -period $clk_period [get_ports {PCLK}]
create_clock -name clk1 -period $clk_period [get_ports {VSYNC}]

set non_clock_inputs [all_inputs -no_clocks]
set_input_delay [expr $clk_period * $clk_io_pct] -clock clk0 $non_clock_inputs
set_output_delay [expr $clk_period * $clk_io_pct] -clock clk0 [all_outputs]
### /design/flow/design.v
`timescale 1ns / 1ps
module captura_datos_downsampler(VSYNC,HREF,PCLK,datos,DATARAMIN,ADDRRAMIN,regW);
input VSYNC,HREF,PCLK; 
input [7:0] datos;
output [7:0] DATARAMIN;
output [14:0] ADDRRAMIN;
output  regW;
wire w0,w1,w2,w3,w4;
reg f1=1,f2=0;
flip_flopD m1 (.D(f1), .Q(w0), .pl(VSYNC),.async_reset(f2));
flip_flopD_bajada m2 (.D(w0), .Q(w1), .pl(VSYNC),.async_reset(f2));
conversor1 m3 (.ver(w1),.ver2(HREF),.datos(datos),.pl(PCLK),.rtcoun(w4),.Z(w3),.data(DATARAMIN),.write(regW));
contador m5(.pl(w3), .rst(PCLK),.OK(w4),.counter(ADDRRAMIN));
endmodule
`timescale 1ns / 1ps
module contador(input pl, input rst,output reg [16:0] counter=-1,
  output reg OK);
 always @(posedge rst) begin
if(pl==1 & counter<131073)begin
OK=1;
counter=counter+1;
end
else begin
OK=0;
end
end 
endmodule
`timescale 1ns / 1ps
module conversor1(input [7:0] datos,output reg [7:0] data, input pl,input rtcoun,
input ver,input ver2,output reg Z=0,output reg write=0);
reg [7:0] DP_RAM_data_in; 
reg f=0,x=0,y=0,w=0;
always @(*) 
begin 
if(ver==1 & ver2==1 & pl==1)
begin 
if( rtcoun==1)
begin
Z=0;
end
else begin
Z=1;
end
if( f==0 )
begin 
DP_RAM_data_in [7:5]<=datos [7:5];
DP_RAM_data_in [4:2]<=datos [2:0];
end 
end 
end 
always@(negedge pl) 
begin 
if (x==1)
begin
f=1;
x=0;
end
else begin
x=1;
end
if (y==1 & f==1)
begin 
data<=DP_RAM_data_in;  
write=1; 
f=0;
end 
else begin
write=0;
end
end 
always@(posedge pl)
begin
if (f==1)
begin 
DP_RAM_data_in[1:0]<={datos[4:3]};
y=1;
end 
else begin
y=0;
end
if(w==1)
begin
w=0;
end
else begin
w=1;
end
end
endmodule
`timescale 1ns / 1ps
module flip_flopD (D,pl,async_reset,Q);
input D;  
input pl;  
input async_reset;  
output reg Q=0;  
always @(posedge pl or posedge async_reset) 
begin
if(async_reset==1'b1)
  Q <= 1'b0; 
 else 
  Q <= D; 
end 
endmodule
`timescale 1ns / 1ps
module flip_flopD_bajada(D,pl,async_reset,Q);
input D;  
input pl;  
input async_reset;  
output reg Q=0;  
always @(negedge pl or posedge async_reset) 
begin
 if(async_reset==1'b1)
  Q <= 1'b0; 
 else 
  Q <= D; 
end 
endmodule
==> datasheet_impl.txt <==
Physical implementation characteristics

Parameter                              Value

Layout
  Final instance area    2222 um^2
  Layout area overhead    68.82%
  Number of non-filler instances in the completed layout    292
  Layout cell share with drive strength beyond 1    26.38%
  Post-layout util    23.94%

GRT
  Busiest layer in global routing    met2
  Via count of the first global-routing pass    1,010
  M3 GR Usage    4.181%
  Overflow left after global routing    0
  GR Util All Layers    4.500%
  Maximum number of pins on one net before global-route repair    17
  Met2 global-route usage    5.664%
  Antenna violations before repair    0
  Wire length of the first global-routing pass    4878 um
  M1 GR Usage    5.296%

Pwr
  Clock share of power    63.7%
  Share of total power in sequential cells    35.3%
  Total net switching power    0.2191 mW
  Int Pwr    0.8987 mW
  Switching part of the total power    19.60%
  Power per cell area    503.0 nW/um^2
  Maximum VDD drop    0.3334 mV
  Leakage power    0.9266 nW
  Part of the total power dissipated in combinational logic    1.0%

Die
  Area inside the core boundary    9284 um^2
  Standard-cell rows    35
  Area enclosed by the die boundary    13,920 um^2
  Fp_density    14.18%
  Top-Level Pins    35
  Die x size    118 um
  Vertical extent of the die    118 um

Worst setup path
  Endpoint required time on the critical path    3040 ps
  Worst path arrival time    3450 ps
  Critical-path cell with the highest stage delay    edfxtp_1
  Start point of the critical path    m3.data[2]
  Crit path buf inv count    1
  List of cells traversed by the critical path    buf_2
  Worst-path fanout max    1
  Kind of cell adding the most delay to the critical path    flip-flops
  CP endpoint kind    output port
  Biggest cell delay along the critical path    370 ps
  Launch instance of the worst register-to-register path    m5.OK
  Worst setup path category    register to output port
  Worst Setup Start Kind    register

Synth
  Yosys stat cell total    87
  Most frequent cells after synthesis    25 x edfxtp_1, 9 x xor2_1, 8 x inv_1
  EDFF count, synth    25
  Top_reg_cell synth    edfxtp_1
  Registers, synthesis    39
  Share of flip-flops with an asynchronous set or reset after synthesis    0%
  Synthesized-area fraction occupied by adder cells    0.9506%
  Most used standard cell by instance count after synthesis    edfxtp_1
  Biggest area consumer among synthesized cells    edfxtp_1
  Post-synthesis chip area from yosys    1316 um^2
  Basic-gate share of the synthesized area counting and, or, nand and nor cells    12.17%
  Mapped Cells    87
  Ao+oa area frac    0%
  Top area contributor share    57.03%
  Total number of yosys warnings    6
  Portion of netlist area occupied by mux cells    0%
  Number of library cell types mapped by synthesis    20
  Dominant kind of combinational cell    simple AND/OR/NAND/NOR gates
  Share of the synthesized netlist area taken by xor and xnor gates    8.650%
  Combined area of all synthesized cells    1316 um^2
  Avg Cell Area, Syn    15.13 um^2
  Cell types with the largest area share after synthesis    edfxtp_1 57%, dfxtp_1 11%, dlxtn_1 6.8%

Route
  Number of violations reported at the end of detailed-routing iteration 0    38
  Post-route DRC    0
  Routed WL per cell    10.06 um
  Routed wire length    2937 um
  Number of vias per cell after detailed routing    3.089
  Number of nets with antenna violations after routing    0
  Via count    902
  Final antenna diode count    0
  Number of iterations in the first detailed-routing pass    4

Timing
  Clock skew after layout    162.7 ps
  Final Max Tran Viols    0
  Final setup violation count    9
  Fin worst setup slack    -409.5 ps
  Unrepaired setup endpoints after global routing    true
  Final Hold Violating Endpoints    0
  Worst-Margin Slew    747.4 ps
  Minimum hold slack    140.5 ps
  Max_slew headroom    50.18%

Status
  Result of the run    finished, violations left
  Violated checks    negative setup slack

Min path
  Min-Delay Startpoint    HREF
  Hold crit path type    input pin to clock gate

Place
  Total placed instance area    1815 um^2
  Placed instance count    250
  Post-Place Worst Slack    0 ps
  Post-detailed-placement half-perimeter wirelength    2034 um
  Weighted congestion reported at the end of routability-driven placement    0.7447
  I/O Buffers    33

Clock network
  Worst-path clk slew    50 ps
  CTS tree    yes
  Post-CTS Repair Setup Buffers    0

Job
  Max capacitance violation total    0
  Tool warnings    29
## final cells by class
| cell class | instances | area (um^2) |
|---|---|---|
| repair buffers | 36 | 312.8 |
| clock buffers | 29 | 390.4 |
| inverters | 6 | 22.52 |
| fillers | 985 | 7062 |
| clock inverters | 13 | 48.80 |
| well taps | 129 | 161.4 |
| flip-flops and latches | 39 | 996.0 |
| multi-input cells | 40 | 290.3 |
## kinds of logic after synthesis
group	Yosys count
flip-flops	32
buffers and inverters	8
XOR/XNOR	13
latches	7
other	1
adder cells (fa/ha/maj)	1
AND/OR/NAND/NOR	25
## power groups by stage
stage	registers [mW]	logic (mW)	clock network (mW)
after CTS	0.394	0.0112	0.737
after global routing	0.394	0.0120	0.786
final	0.394	0.0110	0.712
## cell usage in the layout (no fill, tap or decap), types with 3 or more instances in the layout
cell,synthesis,final
nor3_1,4,4
xor2_1,9,9
clkdlybuf4s50_1,0,24
inv_1,8,18
clkbuf_8,0,26
xnor2_1,4,4
dlxtn_1,6,6
dfxtp_1,7,7
buf_2,0,9
nand3_1,3,3
nand2_1,3,3
edfxtp_1,25,25
nor4_2,3,3
nor2_1,5,5
## state kept, by name (all words and copies together) (netlist names)
register           count
m1.Q                   1
m2.Q                   1
m3.DP_RAM_data_in      8
m3.Z                   1
m3.data                8
m3.f                   1
m3.write               1
m3.x                   1
m3.y                   1
m5.OK                  1
m5.counter            15
## per-stage QoR
stage / TNS [ps] / power [mW]
finish: -3099 / 1.118
global route: -3713 / 1.193
CTS: -3343 / 1.143
detailed placement: 0 / 0.4389
global placement: 0 / 0.4390
floorplan: 0 / 0.4293
## repair_timing
action,4_1_cts,5_1_grt
hold endpoints to repair,1,0
resized,27,0
setup endpoints to repair,9,9
hold buffers,2,0
## final timing paths
kind,endpoint,slack [ps],cells after the start
worst max-delay path,DATARAMIN[2],-410,1
worst min-delay path,clock gate,140,3
worst max register to register,m3.Z,0,1
worst min register to register,m3.x,370,1
max in group gated,clock gate,1100,0
max in group clk1,m2.Q,1570,0
min in group clk0,m3.x,370,1
min in group clk1,m2.Q,2160,0
## metal layers
| layer | vias to the layer above | share of wire (%) |
|---|---|---|
| met5 | - | 0 |
| met2 | 34 | 42 |
| met4 | 0 | 1.7 |
| met3 | 7 | 8.6 |
| li1 | 447 | - |
| met1 | 414 | 48 |
Power and IR drop assume default switching activity.
