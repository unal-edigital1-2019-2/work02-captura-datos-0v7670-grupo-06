==> design/flow/design.v <==
`timescale 1ns / 1ps
module cam_read #(
parameter AW = 15  
)(
input pclk,
input rst,
input vsync,
input href,
input [7:0] px_data,
output reg [AW-1:0] mem_px_addr,
output reg [7:0]  mem_px_data,
output reg px_wr
   );
reg countData;
initial begin
countData <= 0;
mem_px_addr <= -1;
end
always @(posedge pclk)begin
if(!rst)begin
if(!vsync)begin
if(href)begin
if(countData == 0)begin
mem_px_data[7] <= px_data[7];
mem_px_data[6] <= px_data[6];
mem_px_data[5] <= px_data[5];
mem_px_data[4] <= px_data[2];
mem_px_data[3] <= px_data[1];
mem_px_data[2] <= px_data[0];
countData <= 1;
px_wr <= 0;
end
if(countData == 1)begin
mem_px_data[1] <= px_data[4];
mem_px_data[0] <= px_data[3];
px_wr <= 1;
mem_px_addr <= mem_px_addr + 1;
countData <= 0;
end
end else begin  
px_wr <= 0;
end
end else begin   
mem_px_addr <= 0;
px_wr <= 0;
end
end
end
endmodule
==> design/flow/run.sh <==
#!/bin/bash
# OpenROAD 26Q1-2900-gdf79404cd8, Yosys 0.63+post, stock flow scripts
make -C /OpenROAD-flow-scripts/flow DESIGN_CONFIG=/design/flow/config.mk WORK_HOME=/design/flow/orfs finish
==> design/flow/config.mk <==
export PLATFORM = sky130hd
export DESIGN_NAME = cam_read
export DESIGN_NICKNAME = cam_read
export VERILOG_FILES = /design/flow/design.v
export SDC_FILE = /design/flow/constraint.sdc
export NUM_CORES = 4
export LEC_CHECK = 1
export CORE_AREA = 10 10 89 89
export DIE_AREA = 0 0 99 99
==> design/flow/constraint.sdc <==
current_design cam_read

set clk_period 2.9
set clk_io_pct 0.2

create_clock -name clk0 -period $clk_period [get_ports {pclk}]

set non_clock_inputs [all_inputs -no_clocks]
set_input_delay [expr $clk_period * $clk_io_pct] -clock clk0 $non_clock_inputs
set_output_delay [expr $clk_period * $clk_io_pct] -clock clk0 [all_outputs]
==> ci_impl_report.md <==
## Implementation flow summary

| Metric | Value |
|---|---|
| Final standard cell area without fillers | `1650 um2` |
| RSZ-0062 raised after global routing | `false` |
| ANT nets after route | `0` |
| Area added between synthesis and finish | `43.2%` |
| Peak fanout along the critical path | `6` |
| Number of I/O port buffers | `35` |
| Clock period minus final worst setup slack | `1.87 ns` |
| Switching power summed over all nets | `0.142 mW` |
| Cell total in the yosys stat output | `90` |
| Number of diodes added for antenna fixing | `0` |
| Post-Syn Area per Cell | `12.8 um2` |
| DRT Pass-1 Iters | `4` |
| Number of sinks handled by clock tree synthesis | `25` |
| PD cells | `427 nW/um2` |
| Area fraction of the dominant cell type after synthesis | `65.4%` |
| Sequential group share of total power | `61.7%` |
| Die area | `9800 um2` |
| Core ar. | `5990 um2` |
| Horiz. Die Dim | `99 um` |
| Class of the most critical setup path | `flip-flop to primary output` |
| Critical path data required time | `2.32 ns` |
| Post-Synthesis Cell Area | `1150 um2` |
| All-layer global routing usage | `5.55%` |
| Filler Cells Inserted | `602` |
| TritonCTS clock tree | `built` |
| Final-layout setup total negative slack | `0 ns` |
| Worst Max-Slew Pin Slew | `0.379 ns` |
| Dominant flop cell | `edfxtp_1` |
| Number of buffers added by the clock tree synthesis step | `3` |
| Ratio of routed vias to standard cells | `4.16` |
| Net switching fraction of the power | `20.2%` |
| Clock slew at reported path FFs | `0.08 ns` |
| Max-slew violation count | `0` |
| Critical path's largest stage delay | `0.53 ns` |
| Post-CTS setup buffer count | `0` |
| Fmax achieved | `534 MHz` |
| Number of endpoints failing setup at the final stage | `0` |
| HPWL reported at the end of detailed placement | `2030 um` |
| Final weighted congestion in routability-driven placement | `0.768` |
| Synth Seq Share | `65.4%` |
| Number of placed I/O pins | `36` |
| FP Rows | `28` |
| Via count of the routed design | `849` |
| Max Clock Skew | `0.00160 ns` |
| R2r worst-path depth | `4` |
| Number of max-cap violations | `0` |
| Clock latency (worst-skew pair) | `0.26 ns` |
| Cell breakdown of the critical path | `clkdlybuf4s50_1` |
| Top post-synthesis cells by area | `edfxtp_1, a21oi_1, nor2_1` |
| Kind of start point of the critical path | `flip-flop` |
| Family with the most delay on the worst path | `buffers and inverters` |
| Post-layout period usage of the worst path | `64.6%` |
| Most common logic cell in the routed design | `clkdlybuf4s50_1` |
| Clock tree root buffer cell | `clkbuf_8` |
| Slowest cell on the critical path | `clkdlybuf4s50_1` |
| Hold Crit Depth | `1` |
| Number of global-route vias before repair | `847` |
| Iteration-0 DRC count of the detailed router | `76` |
| Htree depth | `1` |
| Number of warnings issued by yosys | `1` |
| Worst IR Drop VDD | `305 uV` |
| DRC violations left | `0` |
| Netlist cell types | `23` |
| Leakage power | `0.527 nW` |
| Total global routing overflow | `0` |
| Post-placement cell area | `1600 um2` |
| Registers, synthesis | `25` |
| Worst Setup Slack post-DPL | `0.803 ns` |
| Cell count after synthesis | `90` |
| Count of warning messages emitted by the tools | `25` |
| Hold buffer count at CTS | `0` |
| Outcome | `complete, no violations` |
| Chip area line of the yosys report | `1150 um2` |
| Combinational cell fraction of total power | `10.5%` |
| Crit path buffers/inverters | `1` |
| Clock network fraction of design power | `27.9%` |
| Share of async-settable or async-resettable flops after synthesis | `0%` |
| First-pass GRT wire length | `4470 um` |
| Most frequent cells in the layout | `clkdlybuf4s50_1, edfxtp_1, a21oi_1, nor2_1` |
| Count of instances resized after the clock tree is built | `0` |
| Routed wirelength normalized by instance count | `12.9 um` |
| Crit path setup slack, layout | `1.03 ns` |
| Largest buffer count on any clock path | `2` |
| Number of enable-type register cells in the synthesized netlist | `25` |
| Fraction of final layout cells with drive strength greater than 1 | `5.43%` |
| Worst EP arrival | `1.29 ns` |
| Type of element capturing the critical path | `primary output` |
| Post-synthesis cell type with the largest combined area | `edfxtp_1` |
| Antenna violations before repair | `0` |
| Final-report hold violation count | `0` |
| Internal power | `0.560 mW` |
| Class of the worst hold path | `flip-flop to flip-flop` |
| Total routed wirelength | `2630 um` |
| Pin count of the biggest net entering global routing | `20` |
| Slew HR | `74.7%` |
| Effective utilization at floorplan | `19.2%` |
| Levels on crit path | `1` |
| Die Height | `99 um` |
==> layer usage <==
| layer | global-route usage, % | part of all wire (%) | vias up | wire length, um |
|---|---|---|---|---|
| met5 | 0 | 0 | - | 0 |
| met4 | 0.551 | 1.1 | 0 | 30 |
| met3 | 1.48 | 6.7 | 2 | 176 |
| met2 | 8.17 | 45 | 27 | 1200 |
| met1 | 8.32 | 47 | 396 | 1230 |
| li1 | - | - | 424 | - |
==> path summary, 6_finish.rpt <==
path | start | endpoint | slack (ns)
hold reg to reg | countData$_DFFE_PP_ | countData$_DFFE_PP_ | 0.62
setup reg to reg | mem_px_addr[0]$_SDFFCE_PP0P_ | mem_px_addr[14]$_SDFFCE_PP0P_ | 1.08
setup / recovery | mem_px_addr[2]$_SDFFCE_PP0P_ | mem_px_addr[2] | 1.03
hold / removal | countData$_DFFE_PP_ | countData$_DFFE_PP_ | 0.62
==> Yosys cell counts, types with 3 or more instances <==
cell type	n
nand3_1	3
a21oi_1	9
edfxtp_1	25
nand2_1	3
inv_1	4
or3_1	4
nand4_1	4
o31ai_1	4
or4_1	4
nor2_1	8
==> cell families (layout without fill, tap and decap cells) <==
group / Yosys count / count (layout) / share of synthesized area (%)
AND/OR/NAND/NOR: 36 / 36 / 19.1
flip-flops: 25 / 25 / 65.4
AND-OR/OR-AND: 17 / 17 / 8.28
buffers and inverters: 6 / 45 / 1.96
XOR/XNOR: 3 / 3 / 2.29
multiplexers: 2 / 2 / 1.96
adder cells (fa/ha/maj): 1 / 1 / 1.09
==> per-stage QoR <==
| stage | std cells | utilization (%) | hold slack [ns] | total power, mW |
|---|---|---|---|---|
| 6_report | 204 | 27.5 | 0.621 | 0.702 |
| 5_1_grt | 204 | 27.5 | 0.678 | 0.747 |
| 4_1_cts | 204 | 27.5 | 0.635 | 0.716 |
| 3_5_place_dp | 200 | 26.7 | 0.629 | 0.517 |
| 3_3_place_gp | 200 | 26.7 | 0.611 | 0.516 |
| 2_1_floorplan | 90 | - | 0.559 | 0.462 |
==> power groups by stage <==
| stage | clock (mW) | combinational (mW) | sequential [mW] |
|---|---|---|---|
| finish | 0.196 | 0.0735 | 0.433 |
| global route | 0.226 | 0.0836 | 0.437 |
| CTS | 0.207 | 0.0759 | 0.434 |
==> layout make-up <==
| type | count | area (um2) | area share, % |
|---|---|---|---|
| flip-flops and latches | 25 | 751 | 45.6 |
| multi-input cells | 59 | 375 | 22.8 |
| repair buffers | 37 | 365 | 22.2 |
| well taps | 75 | 93.8 | 5.70 |
| clock buffers | 4 | 45.0 | 2.74 |
| inverters | 4 | 15.0 | 0.913 |
==> registers in the layout, summed over array words and instances (netlist names) <==
name	count
countData	1
mem_px_addr	15
px_wr	1
mem_px_data	8
Power figures rest on the tool's default switching activity, not on a simulated workload.
